**/design/flow/run.sh**
```bash
#!/bin/bash
# OpenROAD 26Q1-2900-gdf79404cd8, Yosys 0.63+post, stock flow scripts
make -C /OpenROAD-flow-scripts/flow DESIGN_CONFIG=/design/flow/config.mk WORK_HOME=/design/flow/orfs finish
```
**/design/flow/config.mk**
```make
export PLATFORM = sky130hd
export DESIGN_NAME = lfsr
export DESIGN_NICKNAME = lfsr
export VERILOG_FILES = /design/flow/design.v
export SDC_FILE = /design/flow/constraint.sdc
export NUM_CORES = 4
export LEC_CHECK = 1
export CORE_AREA = 10 10 94 94
export DIE_AREA = 0 0 104 104
```
**/design/flow/constraint.sdc**
```tcl
current_design lfsr

set clk_period 1.5
set clk_io_pct 0.2

create_clock -name clk0 -period $clk_period [get_ports {clk}]

set non_clock_inputs [all_inputs -no_clocks]
set_input_delay [expr $clk_period * $clk_io_pct] -clock clk0 $non_clock_inputs
set_output_delay [expr $clk_period * $clk_io_pct] -clock clk0 [all_outputs]
```
**/design/flow/design.v**
```verilog
module lfsr(
    input clk,
    input rstn,
    output reg [7:0] out1,
    output reg [15:0] out2
);
    always @(posedge clk) begin
        if (~rstn) begin
            out1 <= 8'b0001_0001;  
        end else begin
            out1 <= {out1[6:0], out1[7] ^ out1[4] ^ out1[1] ^ out1[0]};  
        end
    end
    always @(posedge clk) begin
        if (~rstn) begin
            out2 <= 16'b0100_1011_0101_0001;  
        end else begin
            out2 <= {out2[15:0], out2[15] ^ out2[7] ^ out2[6] ^ out2[5] ^ out2[2]};  
        end
    end
endmodule
`timescale 1ps/1ps
module tb_lfsr();
reg clk;
reg rstn;
wire [7:0] out1;
wire [15:0] out2;
always #10 begin
    clk <= ~clk;
end
initial begin
    clk <= 0;
    rstn <= 0;
    #100 rstn <= 1;
end
lfsr uut(
    .clk(clk),
    .rstn(rstn),
    .out1(out1),
    .out2(out2)
);
endmodule
```
==> Slide: Implementation Results <==
Physical Implementation Snapshot

Routing
  • DR vias/cell: 2.428
  • Vias post-DR: about 440
  • ANT cells: 0
  • Pre-antenna DRT Iters: 3
  • DRT Wirelength: 1549 µm
  • Wire per inst: ~8.6 µm
  • DRT iter0 DRCs: 14
  • Routed Antenna Nets: 0
  • Drc violations: 0

Power and ir drop
  • Worst VDD drop: ~0.32 mV
  • PwrDens: approximately 1300 nW/µm²
  • Logic pwr share: 14.3%
  • Clock power frac: 36.8%
  • Pwr Total: between 1.5 and 2 mW
  • NetSw: 0.2915 mW
  • Sw Share: about a fifth
  • Leak: 0.4326 nW
  • P_int: ~1.2 mW
  • Sequential share of power: around half

Job
  • Count of tool warnings: 25
  • Max-Cap Viols: 0

Floorplanning
  • Chip Width: ~100 µm
  • Std cell rows: 30
  • Die area: around 11000 µm²
  • Core area: roughly 6800 µm²
  • Die H: about 100 µm
  • I/O Pins: 26
  • Core Util at FP: about 10%

Setup path
  • Buffers plus inverters on the worst setup path: 1
  • Worst path arrival time: ~1.1 ns
  • Cell Chain, Critical Path: clkdlybuf4s50_1
  • Critical path fanouts, max: 3
  • Required @ worst endpoint: 1.20 ns
  • Setup CP Type: flop to output pin
  • CP Launch Type: flop
  • FF-to-FF End: out2[0]$_SDFF_PN1_
  • CP delay by family, top: buffers and inverters
  • Flop2flop setup slack: 0.44 ns
  • Depth of the most critical reg-to-reg path: 3
  • Worst Setup End Kind: output pin
  • CP max stage cell: clkdlybuf4s50_1
  • FF-to-FF Start: out2[7]$_SDFF_PN0_
  • Crit-path max cell delay: about 0.5 ns

Timing
  • Clk_skew: about 0.0025 ns
  • Slew HR: 88.04%
  • Unrepaired setup endpoints after global routing: false
  • Highest clock rate: between 0.6 and 0.7 GHz
  • Final Cycle Share: between 90 and 100%
  • Final setup vio count: 0
  • Final Critical Period: roughly 1.4 ns
  • Setup_tns: 0 ns
  • Worst-Margin Slew: about 0.18 ns
  • Slew Viols, Final: 0
  • Hold Fails Final Rpt: 0
  • Worst hold margin: ~0.44 ns

Clock network
  • Postcts setup bufs: 0
  • Clk latency of the worst-skew pair: approximately 0.26 ns
  • CTS root buf: clkbuf_8
  • Sink Count: 24
  • Clock transition at path regs: ~0.080 ns
  • Clock buffer count from CTS: 3
  • Worst-case clock buffer depth: 2
  • # hold bufs at CTS: 0
  • CTS tree: yes
  • H-tree depth reported by CTS: 1

Finish
  • Multi-input logic area: 211.5 µm²
  • Fillers: between 700 and 800
  • Top cells excl fill/tap: clkdlybuf4s50_1, dfxtp_1, and2_1
  • Register Area: a little under 500 µm²
  • Layout cell share with drive strength beyond 1: approximately 7.1%
  • Area growth, synth to finish: 65.12%
  • Most frequent logic cell in the layout: clkdlybuf4s50_1
  • Post-layout util: between 10% and 20%

Synthesis
  • Post-synthesis cell area: between 600 and 700 µm²
  • Cells after synthesis: approximately 56
  • Ys cells: roughly 56
  • Top cell area share: between 60 and 70%
  • Synth top area cells: dfxtp_1, and2_1, nand2b_1
  • Ys flops: 24
  • Synth Seq Share: ~69%
  • Syn. warnings: 1
  • Distinct cells, synth: 8
  • Mean Syn Cell Area: between 10 and 15 µm²
  • YS chip area: 699.4 µm²
  • Cell type with the largest total area: dfxtp_1

Worst hold path
  • HP Start: out1[3]$_SDFF_PN0_
  • Hold path depth: 1
  • Hold Crit Class: flop to flop
  • Worst hold endpoint: out1[4]$_SDFF_PN1_

GRT
  • Initial antenna violation count: 0
  • GRT Residual Overflow: 0
  • First-pass GRT wire length: ~2400 µm
  • Largest net degree at the start of global routing: 25
  • Number of global-route vias before repair: 439
  • GRT Total Usage: between 2 and 3%

Status
  • Run status: finished clean

Placed design
  • Port bufs: 25
  • Gpl congestion: approximately 0.65
power by group through the flow:
stage | logic, mW | clock network, mW | registers (mW)
global route | 0.241 | 0.616 | 0.753
CTS | 0.227 | 0.577 | 0.744
finish | 0.216 | 0.558 | 0.742
per-layer routing:
metal	GRT usage (%)	wire length, µm	up-vias
met1	3.604	713	196
met3	2.256	217	0
met5	0	0	-
met4	0.3976	0	0
li1	-	-	225
met2	3.649	618	16
final cells by class:
| cell class | instances | share of cell area, % |
|---|---|---|
| Clock buffer | 3 | 3.575 |
| Sequential cell | 24 | 41.71 |
| Timing Repair Buffer | 26 | 23.40 |
| Multi-Input combinational cell | 30 | 18.31 |
| Clock inverter | 1 | 2.600 |
| Tap cell | 96 | 10.40 |
through the flow:
step,worst slack (ns),instance area (µm²),cells
final,0.05901,1155,180
after CTS,0.03825,1154,180
after global routing,0.003992,1155,180
after global placement,0.3161,1082,176
after detailed placement,0.3092,1082,176
after floorplan,0.5090,699.4,56
registers in the layout, summed over array words and instances, names as in the netlist:
| signal | count |
|---|---|
| out1 | 8 |
| out2 | 16 |
synth_stat cells (all sizes together):
cell type / number
dfxtp: 24
nand2b: 7
clkbuf: 2
xor2: 2
nand2: 2
xnor3: 1
and2: 15
xnor2: 3
kinds of logic (layout without fill, tap and decap cells):
kind of cell  Yosys count  after routing  synth area share [%]
buf+inv                 2             30                 1.074
xor+xnor                6              6                 9.482
simple gates           24             24                 20.75
flops                  24             24                 68.69
repair_timing:
| action | in CTS | in global routing |
|---|---|---|
| endpoints found under the hold margin | 0 | 0 |
| gates resized | 0 | 1 |
| setup endpoints to repair | 0 | 1 |
how the worst max path moves through the flow:
stage         slack (ns)               start  endpoint  cells after the start
CTS                 0.04  out2[2]$_SDFF_PN0_   out2[2]                      1
global route       0.004  out2[2]$_SDFF_PN0_   out2[2]                      1
finish              0.06  out2[2]$_SDFF_PN0_   out2[2]                      1
No activity file was given, so power comes from the tool's default toggle rates.
